==> flow/run.sh <==
#!/bin/bash
# OpenROAD 26Q1-2900-gdf79404cd8, Yosys 0.63+post, stock flow scripts
make -C /OpenROAD-flow-scripts/flow DESIGN_CONFIG=/design/flow/config.mk WORK_HOME=/design/flow/orfs finish
==> flow/config.mk <==
export PLATFORM = sky130hd
export DESIGN_NAME = AHB_slave_interface
export DESIGN_NICKNAME = AHB_slave_interface
export VERILOG_FILES = /design/flow/design.v
export SDC_FILE = /design/flow/constraint.sdc
export NUM_CORES = 4
export LEC_CHECK = 1
export CORE_UTILIZATION = 30
==> flow/constraint.sdc <==
current_design AHB_slave_interface

set clk_period 1.7
set clk_io_pct 0.2

create_clock -name clk0 -period $clk_period [get_ports {Hclk}]

set non_clock_inputs [all_inputs -no_clocks]
set_input_delay [expr $clk_period * $clk_io_pct] -clock clk0 $non_clock_inputs
set_output_delay [expr $clk_period * $clk_io_pct] -clock clk0 [all_outputs]
==> flow/design.v <==
module AHB_slave_interface(Hclk,Hresetn,Hwrite,Hreadyin,Htrans,Haddr,Hwdata,
			   Prdata,valid,Haddr1,Haddr2,Hwdata1,Hwdata2,Hrdata,Hwritereg,tempselx,Hresp);
input Hclk,Hresetn;
input Hwrite,Hreadyin;
input [1:0] Htrans;
input [31:0] Haddr,Hwdata,Prdata;
output reg valid;
output reg [31:0] Haddr1,Haddr2,Hwdata1,Hwdata2;
output [31:0] Hrdata; 
output reg Hwritereg;
output reg [2:0] tempselx;
output  [1:0] Hresp;
always @(posedge Hclk)
begin
if (~Hresetn)
	begin
	Haddr1<=0;
	Haddr2<=0;
	end
else
	begin
	Haddr1<=Haddr;
	Haddr2<=Haddr1;
	end
end
always @(posedge Hclk)
begin
if (~Hresetn)
	begin
	Hwdata1<=0;
	Hwdata2<=0;
	end
else
	begin
	Hwdata1<=Hwdata;
	Hwdata2<=Hwdata1;
	end
end
always @(posedge Hclk)
begin	
if (~Hresetn)
	Hwritereg<=0;
else
	Hwritereg<=Hwrite;
end
always @(Hreadyin,Haddr,Htrans,Hresetn)
begin
valid=0;
if (Hresetn && Hreadyin && (Haddr>=32'h8000_0000 && Haddr<32'h8C00_0000) && (Htrans==2'b10 || Htrans==2'b11) )
	valid=1;
end
always @(Haddr,Hresetn)
begin
tempselx=3'b000;
if (Hresetn && Haddr>=32'h8000_0000 && Haddr<32'h8400_0000)
	tempselx=3'b001;
else if (Hresetn && Haddr>=32'h8400_0000 && Haddr<32'h8800_0000)
	tempselx=3'b010;
else if (Hresetn && Haddr>=32'h8800_0000 && Haddr<32'h8C00_0000)
	tempselx=3'b100;
end
assign Hrdata = Prdata;
assign Hresp=0;
endmodule
==> run_results.csv <==
group,metric,value,unit
run_status,status,"completed",
power,p_comb_share,7.7,%
worst_setup_path,critPathMaxFanout,3,
detailed_routing,drt_wl_total,8310,um
final_layout,fillCellCount,1039,
clock_tree,clock-sinks,129,
detailed_routing,vias_per_cell,3.86,
detailed_routing,dr.pass1.iters,4,
timing,hold_violations,0,
yosys,yosys.area.top_type,"dfxtp_1",
worst_setup_path,end_kind,"output pin",
worst_setup_path,rr_endpoint,"Haddr2[29]",
power,p_seq_share,45.3,%
die,num_io_pins,269,
timing,fin_crit_sh,97.2,%
yosys,mappedNetlistArea,3770,um^2
power,p_leak,2.53,nW
run,cap_violations,0,
power,p_switching,0.00139,W
worst_setup_path,cp-start-kind,"primary input",
clock_tree,cts_root_buf,"clkbuf_16",
clock_tree,cts_tree,"yes",
place,portBuffers,201,
timing,clock_skew,0.00537,ns
power,vdd_drop_max,0.717,mV
die,fp-utilization,31.1,%
worst_setup_path,cpMaxStageDelayCell,"nor4b_4",
yosys,yosys_cells,313,
worst_setup_path,crit_end,"tempselx[2]",
die,coreArea,12100,um^2
timing,fmax,605,MHz
worst_setup_path,crit_path_start,"Haddr[29]",
run,tool_warnings,26,
yosys,ys.warnings.count,1,
grt,grt_util_all_layers,12.6,%
grt,grt_pass1_wl,12400,um
worst_setup_path,ff2ff_path_depth,1,
power,switching_share,19.6,%
yosys,ys_ff,129,
clock_tree,clockBufferDepth,2,
hold_path,hold_class,"primary input to flop",
power,pwr_density_cell,1120,nW/um^2
worst_setup_path,cpPeakStageDelay,0.27,ns
yosys,avgSynthCellArea,12.0,um^2
final_layout,lay_top_count,"clkdlybuf4s50_1",
die,dieArea,13000,um^2
yosys,syn_inst,313,
final_layout,fin_cells,674,
final_layout,layout_top_cells,"clkdlybuf4s50_1 (188), dfxtp_1 (129), and2_1 (129), clkbuf_16 (17)",
detailed_routing,drc,0,
yosys,xor_area_share,0,%
yosys,synth.distinct_cells,12,
yosys,ys_seq_share,68.5,%
timing,slew_viol_final,0,
yosys,fa_ha_area_share,0,%
worst_setup_path,critical-path-top-delay-family,"buffers and inverters",
worst_setup_path,crit_required,1.36,ns
worst_setup_path,path_depth,5,
die,die_h,114,um
detailed_routing,antenna_left,0,
final_layout,drive_above_1_share,9.49,%
yosys,synthTopCellsByArea,"dfxtp_1 (68%), and2_1 (21%), buf_4 (6.8%), clkbuf_2 (1.5%), nor4b_1 (0.46%)",
die,die_w,114,um
power,pwr-share-clk,47.0,%
worst_setup_path,rrSetupSlack,1.13,ns
yosys,top_area_share,68.5,%
worst_setup_path,worstSetupPathType,"primary input to output pin",
worst_setup_path,path_buffers,3,
yosys,aoi_share,0.398,%
worst_setup_path,path_cells,"clkdlybuf4s15_2 -> nand4bb_4 -> buf_6 -> nor4b_4 -> buf_2",
clock_tree,h-tree-depth,4,
grt,antenna_found_initial,0,
worst_setup_path,worst_ep_arrival_time,1.31,ns
timing,finalCriticalPeriod,1.65,ns
grt,globalRouteOverflowTotal,0,
timing,grt_setup_unrepaired,"no",
clock_tree,cts-hold-fix-buffers,0,
power,power,0.00711,W
grt,grt_pass1_vias,2482,
clock_tree,clk_pin_slew,0.05,ns
die,rows,40,
final_layout,areaGrowthSynthToFinish,68.3,%
detailed_routing,antenna_cells,0,
timing,hold_ws,0.244,ns
power,power.internal,0.00571,W
clock_tree,insertion_delay,0.41,ns
place,gp_congestion,0.725,
yosys,ys_sh_mux,0,%
detailed_routing,dr_total_vias,2602,
timing,setup_tns,0,ns
final_layout,fin_util,52.4,%
clock_tree,cts_buffers,17,
grt,grt_max_degree,71,
detailed_routing,wire_per_inst,12.3,um
yosys,top_logic_kind,"simple AND/OR/NAND/NOR gates",
yosys,ys_sh_simple,22.4,%
detailed_routing,dr.first_iter.drc_count,83,
yosys,yosysChipArea,3770,um^2
place,placed_cells,639,
worst_setup_path,r2r_start,"Haddr1[29]",
place,place_hpwl,5790,um
timing,setup_viol,0,
[power groups by stage]
stage         registers (W)  logic [W]  clock network (W)
CTS                 0.00322   0.000556            0.00345
global route        0.00323   0.000598            0.00358
finish              0.00322   0.000548            0.00334
[registers in the layout (all words and copies together), names as in the netlist]
name and count:
Haddr1 32, Haddr2 32, Hwdata1 32, Hwdata2 32, Hwritereg 1
[synth_stat cells]
master,count
buf_2,2
nor4b_1,2
clkbuf_2,11
clkbuf_1,1
nand2_1,1
dfxtp_1,129
nand4bb_1,1
and2_1,129
conb_1,1
buf_4,34
nor4_1,1
a2111oi_2,1
[layer usage]
layer | GRT usage (%) | up-vias | routed length (um) | share of wire [%]
li1 | - | 1285 | - | -
met1 | 15.9 | 1148 | 3410 | 41
met2 | 19.9 | 148 | 3740 | 45
met3 | 5.88 | 21 | 918 | 11
met4 | 3.12 | 0 | 236 | 2.8
met5 | 0 | - | 0 | 0
[through the flow]
| step | worst slack, ns | instance area [um^2] |
|---|---|---|
| 2_1_floorplan | 0.531 | 3770 |
| 3_3_place_gp | -0.680 | 5700 |
| 3_5_place_dp | -0.653 | 5700 |
| 4_1_cts | 0.000616 | 6320 |
| 5_1_grt | 0.0155 | 6350 |
| 6_report | 0.0481 | 6350 |
[timing repair]
item	CTS	global route
gates resized	29	8
endpoints found under the setup margin	4	3
setup buffers	4	0
pin swaps	4	2
[cell type report]
type | instances | area, um^2 | share of cell area, %
Sequential cell | 129 | 2580 | 40.7
Timing Repair Buffer | 208 | 2050 | 32.3
Multi-Input combinational cell | 137 | 945 | 14.9
Clock buffer | 23 | 478 | 7.53
Tap cell | 168 | 210 | 3.31
Clock inverter | 9 | 82.6 | 1.30
[worst min path at each step]
| stage | start | endpoint | slack [ns] | depth (start not counted) |
|---|---|---|---|---|
| 4_1_cts | Haddr[29] | Haddr1[29] | 0.22 | 2 |
| 5_1_grt | Haddr[29] | Haddr1[29] | 0.24 | 2 |
| 6_report | Haddr[29] | Haddr1[29] | 0.24 | 2 |
[cells by family (layout without fill, tap and decap cells)]
group | count (synthesis) | after routing
and+or+nand+nor | 134 | 134
other | 1 | 2
DFF | 129 | 129
buffers and inverters | 48 | 240
AOI/OAI and AO/OA | 1 | 1
Power is estimated from default activity; no workload was simulated.
