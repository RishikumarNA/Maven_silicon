**./run.sh**
```bash
#!/bin/bash
# OpenROAD 26Q1-2900-gdf79404cd8, Yosys 0.63+post, stock flow scripts
make -C /OpenROAD-flow-scripts/flow DESIGN_CONFIG=/design/flow/config.mk WORK_HOME=/design/flow/orfs finish
```
**./constraint.sdc**
```tcl
current_design APB_FSM_Controller

set clk_period 2.1
set clk_io_pct 0.2

create_clock -name clk0 -period $clk_period [get_ports {Hclk}]

set non_clock_inputs [all_inputs -no_clocks]
set_input_delay [expr $clk_period * $clk_io_pct] -clock clk0 $non_clock_inputs
set_output_delay [expr $clk_period * $clk_io_pct] -clock clk0 [all_outputs]
```
**./design.v**
```verilog
module APB_FSM_Controller( Hclk,Hresetn,valid,Haddr1,Haddr2,Hwdata1,Hwdata2,Prdata,Hwrite,Haddr,Hwdata,Hwritereg,tempselx,Pwrite,Penable,Pselx,Paddr,Pwdata,Hreadyout);
input Hclk,Hresetn,valid,Hwrite,Hwritereg;
input [31:0] Hwdata,Haddr,Haddr1,Haddr2,Hwdata1,Hwdata2,Prdata;
input [2:0] tempselx;
output reg Pwrite,Penable;
output reg Hreadyout;  
output reg [2:0] Pselx;
output reg [31:0] Paddr,Pwdata;
parameter ST_IDLE=3'b000;
parameter ST_WWAIT=3'b001;
parameter ST_READ= 3'b010;
parameter ST_WRITE=3'b011;
parameter ST_WRITEP=3'b100;
parameter ST_RENABLE=3'b101;
parameter ST_WENABLE=3'b110;
parameter ST_WENABLEP=3'b111;
reg [2:0] PRESENT_STATE,NEXT_STATE;
always @(posedge Hclk)
 begin
  if (~Hresetn)
    PRESENT_STATE<=ST_IDLE;
  else
    PRESENT_STATE<=NEXT_STATE;
 end
always @(*)
 begin
  case (PRESENT_STATE)
 	ST_IDLE:begin
		 if (~valid)
		  NEXT_STATE=ST_IDLE;
		 else if (valid && Hwrite)
		  NEXT_STATE=ST_WWAIT;
		 else 
		  NEXT_STATE=ST_READ;
		end    
	ST_WWAIT:begin
		 if (~valid)
		  NEXT_STATE=ST_WRITE;
		 else
		  NEXT_STATE=ST_WRITEP;
		end
	ST_READ: begin
		   NEXT_STATE=ST_RENABLE;
		 end
	ST_WRITE:begin
		  if (~valid)
		   NEXT_STATE=ST_WENABLE;
		  else
		   NEXT_STATE=ST_WENABLEP;
		 end
	ST_WRITEP:begin
		   NEXT_STATE=ST_WENABLEP;
		  end
	ST_RENABLE:begin
		     if (~valid)
		      NEXT_STATE=ST_IDLE;
		     else if (valid && Hwrite)
		      NEXT_STATE=ST_WWAIT;
		     else
		      NEXT_STATE=ST_READ;
		   end
	ST_WENABLE:begin
		     if (~valid)
		      NEXT_STATE=ST_IDLE;
		     else if (valid && Hwrite)
		      NEXT_STATE=ST_WWAIT;
		     else
		      NEXT_STATE=ST_READ;
		   end
	ST_WENABLEP:begin
		      if (~valid && Hwritereg)
		       NEXT_STATE=ST_WRITE;
		      else if (valid && Hwritereg)
		       NEXT_STATE=ST_WRITEP;
		      else
		       NEXT_STATE=ST_READ;
		    end
	default: begin
		   NEXT_STATE=ST_IDLE;
		  end
  endcase
 end
reg Penable_temp,Hreadyout_temp,Pwrite_temp;
reg [2:0] Pselx_temp;
reg [31:0] Paddr_temp, Pwdata_temp;
always @(*)
 begin
   case(PRESENT_STATE)
	ST_IDLE: begin
			  if (valid && ~Hwrite) 
			   begin:IDLE_TO_READ
			        Paddr_temp=Haddr;
				Pwrite_temp=Hwrite;
				Pselx_temp=tempselx;
				Penable_temp=0;
				Hreadyout_temp=0;
			   end
			  else if (valid && Hwrite)
			   begin:IDLE_TO_WWAIT
			        Pselx_temp=0;
				Penable_temp=0;
				Hreadyout_temp=1;			   
			   end
			  else
                            begin:IDLE_TO_IDLE
			        Pselx_temp=0;
				Penable_temp=0;
				Hreadyout_temp=1;	
			   end
		     end    
	ST_WWAIT:begin
	          if (~valid) 
			   begin:WAIT_TO_WRITE
			    Paddr_temp=Haddr1;
				Pwrite_temp=1;
				Pselx_temp=tempselx;
				Penable_temp=0;
				Pwdata_temp=Hwdata;
				Hreadyout_temp=0;
			   end
			  else 
			   begin:WAIT_TO_WRITEP
			    Paddr_temp=Haddr1;
				Pwrite_temp=1;
				Pselx_temp=tempselx;
				Pwdata_temp=Hwdata;
				Penable_temp=0;
				Hreadyout_temp=0;		   
			   end
		     end  
	ST_READ: begin:READ_TO_RENABLE
			  Penable_temp=1;
			  Hreadyout_temp=1;
		     end
	ST_WRITE:begin
              if (~valid) 
			   begin:WRITE_TO_WENABLE
				Penable_temp=1;
				Hreadyout_temp=1;
			   end
			  else 
			   begin:WRITE_TO_WENABLEP 
				Penable_temp=1;
				Hreadyout_temp=1;		   
			   end
		     end
	ST_WRITEP:begin:WRITEP_TO_WENABLEP
               Penable_temp=1;
			   Hreadyout_temp=1;
		      end
	ST_RENABLE:begin
	            if (valid && ~Hwrite) 
				 begin:RENABLE_TO_READ
					Paddr_temp=Haddr;
					Pwrite_temp=Hwrite;
					Pselx_temp=tempselx;
					Penable_temp=0;
					Hreadyout_temp=0;
				 end
			  else if (valid && Hwrite)
			    begin:RENABLE_TO_WWAIT
			     Pselx_temp=0;
				 Penable_temp=0;
				 Hreadyout_temp=1;			   
			    end
			  else
                begin:RENABLE_TO_IDLE
			     Pselx_temp=0;
				 Penable_temp=0;
				 Hreadyout_temp=1;	
			    end
		       end
	ST_WENABLEP:begin
                 if (~valid && Hwritereg) 
			      begin:WENABLEP_TO_WRITEP
			       Paddr_temp=Haddr2;
				   Pwrite_temp=Hwrite;
				   Pselx_temp=tempselx;
				   Penable_temp=0;
				   Pwdata_temp=Hwdata;
				   Hreadyout_temp=0;
				  end
			    else 
			     begin:WENABLEP_TO_WRITE_OR_READ 
			      Paddr_temp=Haddr2;
				  Pwrite_temp=Hwrite;
				  Pselx_temp=tempselx;
				  Pwdata_temp=Hwdata;
				  Penable_temp=0;
				  Hreadyout_temp=0;		   
			     end
		        end
	ST_WENABLE :begin
	             if (~valid && Hwritereg) 
			      begin:WENABLE_TO_IDLE
				   Pselx_temp=0;
				   Penable_temp=0;
				   Hreadyout_temp=0;
				  end
			    else 
			     begin:WENABLE_TO_WAIT_OR_READ 
				  Pselx_temp=0;
				  Penable_temp=0;
				  Hreadyout_temp=0;		   
			     end
		        end
 endcase
end
always @(posedge Hclk)
 begin
  if (~Hresetn)
   begin
    Paddr<=0;
	Pwrite<=0;
	Pselx<=0;
	Pwdata<=0;
	Penable<=0;
	Hreadyout<=0;
   end
  else
   begin
        Paddr<=Paddr_temp;
	Pwrite<=Pwrite_temp;
	Pselx<=Pselx_temp;
	Pwdata<=Pwdata_temp;
	Penable<=Penable_temp;
	Hreadyout<=Hreadyout_temp;
   end
 end
endmodule
```
**./config.mk**
```make
export PLATFORM = sky130hd
export DESIGN_NAME = APB_FSM_Controller
export DESIGN_NICKNAME = APB_FSM_Controller
export VERILOG_FILES = /design/flow/design.v
export SDC_FILE = /design/flow/constraint.sdc
export NUM_CORES = 4
export LEC_CHECK = 1
export CORE_AREA = 10 10 177 177
export DIE_AREA = 0 0 187 187
```
==> out/qor.yml <==
final_timing:
  setup_ws_ns: 0.520
  period_needed_ns: 1.58
  rsz0062_at_grt: "false"
  unclocked_regs: 68
  fin_hold_ws_ns: 0.467
  tns_ns: 0
  timing.slew.headroom_pct: 45.1
  fin_skew_ns: 0.00286
  untimed_endpoints: 68
  fmax_mhz: 633
  period_used_pct: 75.2
  tightest_slew_ns: 0.823
  drv_slew: 0
  finalSetupViolCount: 0
  hold_viol: 0
job:
  openroad.warnings: 121
  cap_violations: 0
clock_network:
  clk_pin_slew_worst_paths_ns: 0.07
  cts.repair.resized: 0
  post_cts_buffers: 0
  numCtsBuffers: 9
  cts_hold_buf: 0
  cts-root-buf: "clkbuf_16"
  cts_tree: "built"
  htreeDepth: 3
  ctsLongestPathBuffers: 2
  clock_latency_ns: 0.34
routing:
  drt-total-wl_um: 13300
  first_pass_iters: 4
  wl_per_cell_um: 14.6
  ant_nets: 0
  drc: 0
  drt_iter0_drc: 87
  vias: 2962
  via_per_inst: 3.24
synthesis:
  async_flop_share_pct: 0
  ys_ff: 146
  synth_top_flop_cell: "dfxtp_1"
  synthXorXnorAreaFrac_pct: 0
  ys_sh_aoi_pct: 15.3
  ys_warn_count: 1
  ys_area_mm2: 0.00382
  logic_family: "AND-OR/OR-AND gates"
  netlist_area_mm2: 0.00382
  synth-adder-area-share_pct: 0
  synth_cells: 328
  top_cell_area_share_pct: 40.9
  synthesis.area_per_instance_um2: 11.6
  ys_cells: 328
  ys_sh_mux_pct: 0
  synthTopCellsByArea: "dfxtp_1, dlxtn_1, and2_1"
  edf_count: 0
  largest_area_cell: "dfxtp_1"
  ys_types: 25
  simple_gate_share_pct: 14.3
power_and_ir_drop:
  p_sw_share_pct: 23.8
  seqPwrFrac_pct: 45.1
  power.total_uw: 3850
  pwr-share-clk_pct: 39.9
  power_density_mw_per_mm2: 587
  power.leakage_uw: 0.00274
  internal_power_uw: 2940
  switchingPower_uw: 917
  peakVddDrop_v: 0.000311
  power_frac_comb_pct: 15.0
placement:
  io_buffers: 205
  placed_area_mm2: 0.00627
  place_hpwl_um: 10300
  gp_congestion: 0.712
  place_ws_ns: 0.392
floorplan:
  initCoreUtil_pct: 13.8
  rows: 61
  core_area_mm2: 0.0276
  die_height_um: 187
  chip_area_mm2: 0.0350
  ios: 302
  chipWidth_um: 187
layout:
  lay_top_cells: "clkdlybuf4s50_1, dfxtp_1, and2_1, dlxtn_1"
  synthToLayoutAreaGrowth_pct: 72.2
  layout_top_cell: "clkdlybuf4s50_1"
  layout-drive-gt1-share_pct: 5.06
  finalInstanceArea_mm2: 0.00657
setup_path:
  crit_fanout: 1
  cp-end-kind: "output pin"
  worstSetupStartpointType: "register"
  crit_chain: "clkdlybuf4s50_1"
  path_class: "register to output pin"
  critPathBufInv: 1
  critPathSlowestCell: "clkdlybuf4s50_1"
  critPathArrivalTime_ns: 1.16
  cp_data_required_time_ns: 1.68
  slowest_delay_ns: 0.52
  reg2reg_slack_ns: 0.77
  cp_top_family: "buffers and inverters"
grt:
  grt_usage_pct: 7.50
  grt_max_degree: 48
  antenna_found_initial: 3
  gr-total-overflow: 0
  grt_pass1_vias: 3095
  grt_pass1_wl_um: 19800
min_path:
  min_path_type: "register to register"
outcome:
  status: "finished, final reports clean"
[cell type report]
type	count	area (µm²)
fill	2948	21100
sequential	146	2580
timing repair buffer	209	2080
multi-input combinational	160	1130
tap	378	473
clock buffer	9	225
clock inverter	7	67.6
inverter	3	11.3
antenna	1	2.50
[layer usage]
| layer | vias to the layer above | wire length (µm) | global-route usage (%) |
|---|---|---|---|
| met5 | - | 26 | 0 |
| met2 | 72 | 7100 | 13.8 |
| met1 | 1377 | 5340 | 8.77 |
| li1 | 1496 | - | - |
| met3 | 13 | 693 | 1.97 |
| met4 | 4 | 174 | 0.900 |
[kinds of logic (layout without fill, tap and decap cells)]
| group | after synthesis | after routing |
|---|---|---|
| flops | 78 | 78 |
| compound gates | 73 | 73 |
| latches | 68 | 68 |
| simple gates | 87 | 87 |
| buf+inv | 22 | 228 |
| other cells | 0 | 1 |
[state kept, by name (all words and copies together) (netlist names)]
register       cells
PRESENT_STATE      8
Pselx              3
Pwrite_temp        1
Paddr             32
Paddr_temp        32
Pwdata_temp       32
Pwrite             1
Pselx_temp         3
Pwdata            32
Hreadyout          1
Penable            1
[worst reg2reg max path, cell delays in order, from the launching register on]
cell and delay, ns:
dfxtp_2 0.87, or3b_1 0.26, o32ai_1 0.08
[cell usage after synthesis (2+ instances only)]
master and instances:
buf_4 3, a21oi_1 2, a22o_1 32, or3b_1 2, dlxtn_1 68, nor3b_1 2
inv_1 3, nor2_1 4, nor3_1 3, buf_2 9, dfxtp_1 78, a21boi_1 3
a21o_1 32, nand2_1 2, clkbuf_1 7, and2_1 69
[path summary, 6_finish.rpt]
check                         from          endpoint  depth (start not counted)
setup / recovery         Paddr[21]         Paddr[21]                          1
hold / removal    PRESENT_STATE[1]  PRESENT_STATE[7]                          2
setup reg to reg  PRESENT_STATE[4]         Hreadyout                          2
hold reg to reg   PRESENT_STATE[1]  PRESENT_STATE[7]                          2
[through the flow]
step	std cells	util, %
floorplan	328	-
global placement	896	22.7
detailed placement	896	22.7
CTS	912	23.8
global route	912	23.8
finish	913	23.8
[power by group through the flow]
stage         Combinational, µW  Clock, µW  Sequential [µW]
finish                      577       1540             1740
global route                632       1680             1750
CTS                         601       1610             1740
Power figures rest on the tool's default switching activity, not on a simulated workload.
